File: design.v
`timescale 1ns / 1ps
module SHA256(
  input clk,
  input [2:0] P,
  input [255:0] passwd_hash,  
  input [71:0] start,  
  output [71:0] hash,
  output done  
    );
localparam [2:0] S_MAIN_INIT = 0, S_MAIN_BTN = 1, S_MAIN_CALCULATE = 2,
                 S_MAIN_SHOW = 3;
reg [31:0] H0 = 32'h6a09e667;
reg [31:0] H1 = 32'hbb67ae85;
reg [31:0] H2 = 32'h3c6ef372;
reg [31:0] H3 = 32'ha54ff53a;
reg [31:0] H4 = 32'h510e527f;
reg [31:0] H5 = 32'h9b05688c;
reg [31:0] H6 = 32'h1f83d9ab;
reg [31:0] H7 = 32'h5be0cd19;
reg [31:0] K [0:63];
reg [31:0] W [0:63];
reg [31:0] a, b, c, d, e, f, g, h;
reg [31:0] temp1, temp2;
reg cnt;
reg [71:0] curnum;
reg [255:0] H_out;
integer i;
assign done = (i==131);
assign hash = curnum;
always @(posedge clk) begin
  if (P == S_MAIN_INIT) begin
    curnum <= start;
    i <= 0;
    a <= 32'h6a09e667; b <= 32'hbb67ae85; c <= 32'h3c6ef372; d <= 32'ha54ff53a;
    e <= 32'h510e527f; f <= 32'h9b05688c; g <= 32'h1f83d9ab; h <= 32'h5be0cd19;
    cnt <= 0;
    H_out <= 0;
    H0 = 32'h6a09e667;
    H1 = 32'hbb67ae85;
    H2 = 32'h3c6ef372;
    H3 = 32'ha54ff53a;
    H4 = 32'h510e527f;
    H5 = 32'h9b05688c;
    H6 = 32'h1f83d9ab;
    H7 = 32'h5be0cd19;
    K[ 0] <= 32'h428a2f98;
    K[ 1] <= 32'h71374491;
    K[ 2] <= 32'hb5c0fbcf;
    K[ 3] <= 32'he9b5dba5;
    K[ 4] <= 32'h3956c25b;
    K[ 5] <= 32'h59f111f1;
    K[ 6] <= 32'h923f82a4;
    K[ 7] <= 32'hab1c5ed5;
    K[ 8] <= 32'hd807aa98;
    K[ 9] <= 32'h12835b01;
    K[10] <= 32'h243185be;
    K[11] <= 32'h550c7dc3;
    K[12] <= 32'h72be5d74;
    K[13] <= 32'h80deb1fe;
    K[14] <= 32'h9bdc06a7;
    K[15] <= 32'hc19bf174;
    K[16] <= 32'he49b69c1;
    K[17] <= 32'hefbe4786;
    K[18] <= 32'h0fc19dc6;
    K[19] <= 32'h240ca1cc;
    K[20] <= 32'h2de92c6f;
    K[21] <= 32'h4a7484aa;
    K[22] <= 32'h5cb0a9dc;
    K[23] <= 32'h76f988da;
    K[24] <= 32'h983e5152;
    K[25] <= 32'ha831c66d;
    K[26] <= 32'hb00327c8;
    K[27] <= 32'hbf597fc7;
    K[28] <= 32'hc6e00bf3;
    K[29] <= 32'hd5a79147;
    K[30] <= 32'h06ca6351;
    K[31] <= 32'h14292967;
    K[32] <= 32'h27b70a85;
    K[33] <= 32'h2e1b2138;
    K[34] <= 32'h4d2c6dfc;
    K[35] <= 32'h53380d13;
    K[36] <= 32'h650a7354;
    K[37] <= 32'h766a0abb;
    K[38] <= 32'h81c2c92e;
    K[39] <= 32'h92722c85;
    K[40] <= 32'ha2bfe8a1;
    K[41] <= 32'ha81a664b;
    K[42] <= 32'hc24b8b70;
    K[43] <= 32'hc76c51a3;
    K[44] <= 32'hd192e819;
    K[45] <= 32'hd6990624;
    K[46] <= 32'hf40e3585;
    K[47] <= 32'h106aa070;
    K[48] <= 32'h19a4c116;
    K[49] <= 32'h1e376c08;
    K[50] <= 32'h2748774c;
    K[51] <= 32'h34b0bcb5;
    K[52] <= 32'h391c0cb3;
    K[53] <= 32'h4ed8aa4a;
    K[54] <= 32'h5b9cca4f;
    K[55] <= 32'h682e6ff3;
    K[56] <= 32'h748f82ee;
    K[57] <= 32'h78a5636f;
    K[58] <= 32'h84c87814;
    K[59] <= 32'h8cc70208;
    K[60] <= 32'h90befffa;
    K[61] <= 32'ha4506ceb;
    K[62] <= 32'hbef9a3f7;
    K[63] <= 32'hc67178f2;
  end else if(P == S_MAIN_CALCULATE && i<16) begin  
    W[0] <= curnum[71:40];
    W[1] <= curnum[39:8];
    W[2] <= {curnum[7:0],24'b100000000000000000000000};
    W[3] <= 32'd0;
    W[4] <= 32'd0;
    W[5] <= 32'd0;
    W[6] <= 32'd0;
    W[7] <= 32'd0;
    W[8] <= 32'd0;
    W[9] <= 32'd0;
    W[10] <= 32'd0;
    W[11] <= 32'd0;
    W[12] <= 32'd0;
    W[13] <= 32'd0;
    W[14] <= 32'd0;
    W[15] <= 32'b00000000_00000000_00000000_01001000;  
    i <= 16;
  end else if(P == S_MAIN_CALCULATE && i<64) begin  
    W[i] <= W[i-16] + 
            ({W[i-15][ 6:0], W[i-15][31: 7]} ^ {W[i-15][17:0], W[i-15][31:18]} ^ ((W[i-15] >>  3))) +  
            W[i- 7] +
            ({W[i- 2][16:0], W[i- 2][31:17]} ^ {W[i- 2][18:0], W[i- 2][31:19]} ^ ((W[i- 2] >> 10)));   
    i <= i+1;
  end else if(P == S_MAIN_CALCULATE && i<128) begin
    case(cnt)
    0:begin
      temp1 = h + 
              ({e[5:0], e[31:6]} ^ {e[10:0], e[31:11]} ^ {e[24:0], e[31:25]}) +  
              ((e & f) ^ (~e & g)) +  
              W[i-64] + K[i-64];
      temp2 = ({a[1:0], a[31:2]} ^ {a[12:0], a[31:13]} ^ {a[21:0], a[31:22]}) +  
              ((a & b) ^ (a & c) ^ (b & c));  
      cnt <= 1;
    end
    1:begin
      a <= temp1 + temp2;
      b <= a;
      c <= b;
      d <= c;
      e <= d + temp1;
      f <= e;
      g <= f;
      h <= g;
      cnt <= 0;
      i <= i+1;
    end
    endcase
  end else if(P == S_MAIN_CALCULATE && i==128) begin
            H0 <= H0 + a;
            H1 <= H1 + b;
            H2 <= H2 + c;
            H3 <= H3 + d;
            H4 <= H4 + e;
            H5 <= H5 + f;
            H6 <= H6 + g;
            H7 <= H7 + h;
            i  <= i+1;
  end else if(P == S_MAIN_CALCULATE && i==129) begin
    H_out <= {H0, H1, H2, H3, H4, H5, H6, H7};
    i <= i+1;
  end else if(P == S_MAIN_CALCULATE && i==130) begin
    if(passwd_hash == H_out) i <= 131;
    else begin
      i <= 0;
      H0 = 32'h6a09e667;
      H1 = 32'hbb67ae85;
      H2 = 32'h3c6ef372;
      H3 = 32'ha54ff53a;
      H4 = 32'h510e527f;
      H5 = 32'h9b05688c;
      H6 = 32'h1f83d9ab;
      H7 = 32'h5be0cd19;
      a <= 32'h6a09e667;
      b <= 32'hbb67ae85;
      c <= 32'h3c6ef372;
      d <= 32'ha54ff53a;
      e <= 32'h510e527f;
      f <= 32'h9b05688c;
      g <= 32'h1f83d9ab;
      h <= 32'h5be0cd19;
      cnt <= 0;
      if(curnum[7:0] == "9") begin  
        curnum[7:0] <= "0";
        if(curnum[15:8] == "9") begin
          curnum[15:8] <= "0";
            if(curnum[23:16] == "9") begin
            curnum[23:16] <= "0";
              if(curnum[31:24] == "9") begin
              curnum[31:24] <= "0";
                if(curnum[39:32] == "9") begin
                curnum[39:32] <= "0";
                  if(curnum[47:40] == "9") begin
                  curnum[47:40] <= "0";
                    if(curnum[55:48] == "9") begin
                    curnum[55:48] <= "0";
                      if(curnum[63:56] == "9") begin
                      curnum[63:56] <= "0";
                        if(curnum[71:64] == "9") begin
                        curnum[71:64] <= "0";
                      end else
                        curnum[71:64] <= curnum[71:64]+1;
                    end else
                      curnum[63:56] <= curnum[63:56]+1;
                  end else
                    curnum[55:48] <= curnum[55:48]+1;
                end else
                  curnum[47:40] <= curnum[47:40]+1;
              end else
                curnum[39:32] <= curnum[39:32]+1;
            end else
              curnum[31:24] <= curnum[31:24]+1;
          end else
            curnum[23:16] <= curnum[23:16]+1;
        end else
          curnum[15:8] <= curnum[15:8]+1;
      end else 
        curnum <= curnum+1;
    end 
  end
end
endmodule
File: run.sh
#!/bin/bash
# OpenROAD 26Q1-2900-gdf79404cd8, Yosys 0.63+post, stock flow scripts
make -C /OpenROAD-flow-scripts/flow DESIGN_CONFIG=/design/flow/config.mk WORK_HOME=/design/flow/orfs finish
File: config.mk
export PLATFORM = sky130hd
export DESIGN_NAME = SHA256
export DESIGN_NICKNAME = SHA256
export VERILOG_FILES = /design/flow/design.v
export SDC_FILE = /design/flow/constraint.sdc
export NUM_CORES = 4
export LEC_CHECK = 1
export CORE_UTILIZATION = 40
File: constraint.sdc
current_design SHA256

set clk_period 215.9
set clk_io_pct 0.2

create_clock -name clk0 -period $clk_period [get_ports {clk}]

set non_clock_inputs [all_inputs -no_clocks]
set_input_delay [expr $clk_period * $clk_io_pct] -clock clk0 $non_clock_inputs
set_output_delay [expr $clk_period * $clk_io_pct] -clock clk0 [all_outputs]
==> impl_metrics.yaml <==
# flow metrics
setup_path:
  regToRegSetupSlack_ns: 202.62
  r2r_cells: 34
  crit_type: "in -> reg"
  r2r_end: "W[58][31]"
  cp-end-kind: "flop"
  cp_slowest_stage_delay_ns: 0.76
  critical_path.reg2reg.startpoint: "i[1]"
  critical_path_peak_fanout: 61
  cpMaxStageDelayCell: "sky130_fd_sc_hd__nor4_1"
  worst_path_most_repeated_cell: "sky130_fd_sc_hd__buf_4"
  path_cells: "clkdlybuf4s50_1, xnor2_1, buf_4, nand4_1, nor4_1, nand4_1, o21ai_0, buf_4, o21a_1, nor2_1, nor2_4, buf_4, buf_4, o2bb2a_1, o21ai_0"
  timing.critical_path.arrival_ns: 48.74
  crit_path_start_kind: "input port"
  critPathRequiredTime_ns: 216.75
final_timing:
  period_minus_slack_ns: 47.89
  maxSlewHeadroom: 0.06513
  report.final.hold_viol_count: 0
  rsz0062_at_grt: "no"
  finalHoldWorstSlack_ns: 0.4677
  final_min_period_over_clock_period: 0.2218
  final_max_slew_viol_count: 0
  fmax_mhz: 20.88
  worst-slew-pin-transition_ns: 1.389
  setup_viol: 0
  tns_ns: 0
  fin_worst_skew_ns: 0.09600
  finalWorstSetupSlack_ns: 168.01
synth:
  synth.cell_area_um2: 179900
  ys_chip_area_um2: 179900
  post_synth_edffs: 2184
  postSynthCellCount: 13450
  ys.flops: 2985
  top_cell_area_share: 0.3646
  ys_warn_count: 2
  yosys_most_used_dff: "sky130_fd_sc_hd__edfxtp_1"
  ys_cells: 13450
  yosys.stat.seqShare: 0.4537
  netlist.top_cell.by_area: "sky130_fd_sc_hd__edfxtp_1"
  synth.area.top_cells: "sky130_fd_sc_hd__edfxtp_1 (36%), sky130_fd_sc_hd__mux4_2 (25%), sky130_fd_sc_hd__dfxtp_1 (8.9%)"
  yosysUniqueCellTypes: 94
  avgSynthCellArea_um2: 13.37
  postSynth.asyncResetShare: 0
placed_design:
  dp_hpwl_um: 473600
  portBuffers: 404
  place_worst_setup_slack_ns: 166.99
  routabilityCongestion: 1.080
clock_network:
  postCtsHoldBufs: 0
  worstSkewPairLatency_ns: 1.01
  clock_tree.buffer_depth: 4
  maximum_level_of_the_cts_h_tree: 5
  clkTransAtPathRegs_ns: 0.06
  post_cts.repair.setup_buffers: 0
  cts_made_buffers: 330
  clock_tree_from_tritoncts: "yes"
  cts.sink_count: 2985
  cts_resized: 0
  clk_root_buffer_cell: "sky130_fd_sc_hd__clkbuf_16"
layout:
  largest_register_ffs: 2048
  finalCoreUtilization: 0.4544
  post_route_cells_drive_above_1_share: 0.2289
  regMostFlops: "W"
  layout-area-overhead-vs-synth_pct: 12.82
  largestRegisters: "W x2048, H_out x256, curnum x72"
flow_run:
  cap_violations: 0
  tool_warnings: 57
run_status:
  status: "finished, final reports clean"
detailed_routing:
  drt_drc_violations_left: 0
  detailedRoute.firstPassIterationCount: 8
  routed-via-count: 126000
  vias_per_cell: 6.330
  routed_wirelength_um: 670800
  detail_route.iter0.violations: 9596
  route.antenna.remaining_nets: 0
  post_drt_wl_per_cell_um: 33.69
min_path:
  hold_class: "reg -> reg"
  hold-path-cell-count: 2
  min_delay_worst_endpoint: "H_out[42]"
  worstHoldStart: "H_out[42]"
die:
  num_rows: 245
  io_pins: 405
  dieWidth_um: 672.6
  placeableCoreArea_um2: 446600
  die_h_um: 672.6
  initCoreUtil: 0.4028
  chip_area_um2: 452400
global_routing:
  globalRouteTotalUtil: 0.3176
  global_route.overflow_total: 0
  grt_first_pass_wirelength_um: 947700
  first_global_vias: 129100
  grt_start_max_net_pins: 138
  antenna_found_initial: 14
## cells by family after synthesis
| group | count (synthesis) | share of synthesized area |
|---|---|---|
| muxes | 2353 | 0.2691 |
| and+or+nand+nor | 2998 | 0.07309 |
| xor gates and xnor gates | 904 | 0.04409 |
| buffers and inverters | 1299 | 0.02938 |
| DFF | 2985 | 0.4537 |
| AOI/OAI and AO/OA | 2278 | 0.07994 |
| adders and majority gates | 637 | 0.05076 |
## synthesized netlist by cell type (143+ instances only)
cell type                  instances
sky130_fd_sc_hd__buf_2           160
sky130_fd_sc_hd__clkbuf_1        688
sky130_fd_sc_hd__a21oi_1         773
sky130_fd_sc_hd__xnor2_1         468
sky130_fd_sc_hd__edfxtp_1       2184
sky130_fd_sc_hd__xor2_1          435
sky130_fd_sc_hd__fa_1            165
sky130_fd_sc_hd__nand3_1         143
sky130_fd_sc_hd__ha_1            441
sky130_fd_sc_hd__nor2_1          949
sky130_fd_sc_hd__o21ai_0         437
sky130_fd_sc_hd__nand2_1        1239
sky130_fd_sc_hd__inv_1           328
sky130_fd_sc_hd__a21o_1          203
sky130_fd_sc_hd__dfxtp_1         801
sky130_fd_sc_hd__mux4_2         1982
sky130_fd_sc_hd__mux2i_1         331
## worst max path at each step
| stage | start | end | depth (start not counted) |
|---|---|---|---|
| 5_1_grt | passwd_hash[87] | a[20] | 15 |
| 6_report | passwd_hash[69] | a[20] | 15 |
| 4_1_cts | passwd_hash[69] | a[20] | 14 |
## placed cells by master (no fill, tap or decap), types with 33 or more instances in the layout
cell type / netlist / final
sky130_fd_sc_hd__edfxtp_1: 2184 / 2184
sky130_fd_sc_hd__mux4_2: 1982 / 1982
sky130_fd_sc_hd__nand2_1: 1239 / 1222
sky130_fd_sc_hd__nor2_1: 949 / 896
sky130_fd_sc_hd__dfxtp_1: 801 / 795
sky130_fd_sc_hd__a21oi_1: 773 / 772
sky130_fd_sc_hd__buf_4: 30 / 466
sky130_fd_sc_hd__xnor2_1: 468 / 440
sky130_fd_sc_hd__ha_1: 441 / 438
sky130_fd_sc_hd__o21ai_0: 437 / 437
sky130_fd_sc_hd__xor2_1: 435 / 432
sky130_fd_sc_hd__clkdlybuf4s50_1: 0 / 404
sky130_fd_sc_hd__clkbuf_16: 0 / 337
sky130_fd_sc_hd__mux2i_1: 331 / 331
sky130_fd_sc_hd__inv_1: 328 / 327
sky130_fd_sc_hd__a21o_1: 203 / 203
sky130_fd_sc_hd__fa_1: 165 / 165
sky130_fd_sc_hd__nand3_1: 143 / 132
sky130_fd_sc_hd__nor3_1: 110 / 106
sky130_fd_sc_hd__o22ai_1: 102 / 102
sky130_fd_sc_hd__o22a_1: 100 / 100
sky130_fd_sc_hd__nor2b_1: 97 / 97
sky130_fd_sc_hd__nand4_1: 88 / 88
sky130_fd_sc_hd__a22o_1: 86 / 86
sky130_fd_sc_hd__a211oi_1: 82 / 82
sky130_fd_sc_hd__nor4_1: 83 / 80
sky130_fd_sc_hd__a22oi_1: 75 / 75
sky130_fd_sc_hd__clkinv_2: 0 / 68
sky130_fd_sc_hd__o21a_1: 66 / 66
sky130_fd_sc_hd__and3_1: 65 / 65
sky130_fd_sc_hd__nand2b_1: 62 / 61
sky130_fd_sc_hd__clkbuf_1: 688 / 56
sky130_fd_sc_hd__o21bai_1: 53 / 53
sky130_fd_sc_hd__nor2_4: 0 / 52
sky130_fd_sc_hd__a31oi_1: 48 / 48
sky130_fd_sc_hd__mux2_2: 40 / 40
sky130_fd_sc_hd__bufinv_16: 0 / 38
sky130_fd_sc_hd__o31ai_1: 38 / 37
sky130_fd_sc_hd__and2_1: 36 / 36
sky130_fd_sc_hd__clkinv_1: 0 / 33
## worst max-delay path, delay by kind of cell
| kind | cells | cell delay [ns] |
|---|---|---|
| buf+inv | 5 | 2.19 |
| xor+xnor | 1 | 0.46 |
| compound gates | 4 | 0.89 |
| simple gates | 5 | 1.90 |
## metal layers
metal	up-vias	track usage	routed length, um
met2	8768	0.4409	291100
met5	-	0.02997	1624
met4	49	0.1809	51990
met3	1574	0.2087	109800
li1	53310	-	-
met1	62310	0.3752	216300
## cell type report
| cell class | count | area [um^2] |
|---|---|---|
| antenna | 14 | 35.03 |
| sequential | 2985 | 81640 |
| clock inverter | 184 | 2049 |
| tap | 5928 | 7417 |
| inverter | 331 | 1250 |
| clock buffer | 412 | 8905 |
| timing repair buffer | 883 | 7802 |
| multi-input combinational | 9170 | 93870 |
| fill | 38950 | 243700 |
## through the flow
step,std cells,cell area [um^2]
6_report,19910,203000
5_1_grt,19900,202900
4_1_cts,19890,202900
3_5_place_dp,19300,192000
3_3_place_gp,19300,192000
2_1_floorplan,13450,179900
